==> flow/config.mk <==
export PLATFORM = sky130hd
export DESIGN_NAME = clock_div_n
export DESIGN_NICKNAME = clock_div_n
export VERILOG_FILES = /design/flow/design.v
export SDC_FILE = /design/flow/constraint.sdc
export NUM_CORES = 4
export LEC_CHECK = 1
export CORE_UTILIZATION = 40
==> flow/constraint.sdc <==
current_design clock_div_n

set clk_period 5.6
set clk_io_pct 0.2

create_clock -name clk0 -period $clk_period [get_ports {clk}]

set non_clock_inputs [all_inputs -no_clocks]
set_input_delay [expr $clk_period * $clk_io_pct] -clock clk0 $non_clock_inputs
set_output_delay [expr $clk_period * $clk_io_pct] -clock clk0 [all_outputs]
==> flow/design.v <==
`timescale 1ns / 1ps
module clock_div(
    input wire clk, 
    input wire clr,
    output wire out_clk,
    output reg[1:0] s
);
    parameter MAX_COUNT = 50_000 - 1;
    reg [31:0] counter;
    initial begin
        counter <= 0;
        s <= 2'b00;
        end
        always @ (posedge clk or posedge clr)
        begin
        if (clr == 1)
        counter <= 0;
        else if (counter == MAX_COUNT) begin
            counter <= 0;
            s <= s + 1;
        end
        else
        counter <= counter + 1;
    end
    assign out_clk = counter == 0;
endmodule
module clock_normal(
input wire clk, 
input wire clr,
output wire out_clk,
output reg[15:0] clock
    );
parameter MAX_COUNT = 100_000_000 - 1;
        reg [31:0] counter;
        always @ (posedge clk or posedge clr)
        begin
        if (clr == 1)
        counter <= 0;
        else if (counter == MAX_COUNT) begin
            counter <= 0;
            if (clock[3:0] < 9)
                clock[3:0] = clock[3:0] + 1;
            else begin
                clock[3:0] = 0;
                if (clock[7:4] < 5)
                    clock[7:4] = clock[7:4] + 1;
                else begin
                    clock[7:4] = 0;
                    if (clock[11:8] < 9)
                                clock[11:8] = clock[11:8] + 1;
                            else begin
                                clock[11:8] = 0;
                                if (clock[15:12] < 5)
                                    clock[15:12] = clock[15:12] + 1;
                                else begin
                                    clock[15:12] = 0;
                                end
                            end
                end
            end
        end
        else
        counter <= counter + 1;
        end
        assign out_clk = counter == 0;
endmodule
module clock_div_n #(
parameter MAX_COUNT = 15 - 1
)(
input wire clk, 
input wire clr,
output wire out_clk,
output reg wlk
    );
        reg [31:0] counter;
        initial begin
        counter <= 0;
        end
        always @ (posedge clk or posedge clr)
        begin
        if (clr == 1)
        counter <= 0;
        else if (counter == MAX_COUNT) begin
            counter <= 0;
            wlk <= ~wlk;
        end
        else
        counter <= counter + 1;
        end
        assign out_clk = counter == 0;
endmodule
==> flow/run.sh <==
#!/bin/bash
# OpenROAD 26Q1-2900-gdf79404cd8, Yosys 0.63+post, stock flow scripts
make -C /OpenROAD-flow-scripts/flow DESIGN_CONFIG=/design/flow/config.mk WORK_HOME=/design/flow/orfs finish
==> CHANGELOG.md <==
### Metrics

- Outcome: complete, no violations
- ANT cells: 0
- Fmax: 308 MHz
- Worst Hold Class: flip-flop to flip-flop
- I/O Pins: 4
- Mapped Avg Cell Area: 10.8 um2
- CP startpoint kind: flip-flop
- Maxcap violations: 0
- R2r worst-path depth: 5
- Reg2reg start: counter[1]
- Global Route Usage Sum: 15.6%
- Top cell area share: 47.1%
- Number of global-route vias before repair: 1102
- Ys flops: 33
- Clk root buf: clkbuf_8
- Routed vias: 1159
- Most area-hungry cell type in the Yosys netlist: dfrtp_1
- Core region area: 0.00403 mm2
- P_leak: 0.000878 uW
- Max H-tree Level: 2
- WP buf/inv: 1
- Final Hold Vio Count: 0
- Layout cell share with drive strength beyond 1: 12.7%
- Comb gate area: 800 um2
- Post-Syn Instances: 157
- Worst Skew: 0.00225 ns
- Number of port buffers: 3
- CP cell instances: nor4_1 -> nand4_1 -> nor4_1 -> clkdlybuf4s50_1
- DIE WIDTH: 67.2 um
- Initial antenna violation count: 0
- Layout area overhead: 10.1%
- Hold_buf cts: 0
- Clock net sink count: 33
- Crit path capture type: output pin
- Initial DRT Pass Iterations: 4
- Inserted Clock Buffers: 5
- Worst min-delay path startpoint: counter[31]
- Ys flop type: dfrtp_1
- Crit-path most repeated cell: nor4_1
- Hold depth: 1
- DP Area: 0.00177 mm2
- Period Utilization, post-route: 58.1%
- Total global routing overflow: 0
- Most Crowded Layer GR: met1
- Avg WL per Cell: 13.6 um
- Met2 Track Usage GR: 22.5%
- Hold worst-path end: counter[31]
- Ys cells: 157
- Max clock buf depth: 2
- M3 GR Usage: 4.11%
- First-pass GRT wire length: 5.13 mm
- Synth cell types: 30
- Tool warnings: 27
- CP Class: flip-flop to output pin
- Least-Margin Pin Slew: 0.661 ns
- Post-CTS setup buffers: 0
- CP Data Arrival Time: 2.13 ns
- Die Height: 67.2 um
- Peak VDD IR: 0.152 mV
- RSZ-0062 raised after global routing: no
- R2r endpoint: counter[28]
- PwrDens: 232 mW/mm2
- Fill cells: 372
- Vias/cell: 5.37
- Post-cts repair resize count: 0
- Antenna viol nets, final: 0
- Crit path time final: 3.25 ns
- Top cells by area: dfrtp_1, xnor2_1, xor2_1
- Largest net degree at the start of global routing: 34
- Worst slew margin: 55.5%
- Met1 Track Usage GR: 24.9%
- Slowest-stage cell, CP: clkdlybuf4s50_1
- DP Wirelength: 2.07 mm
- Yosys Chip Area: 0.00170 mm2
- Setup_tns: 0 ns
- Post-synthesis async set-or-reset flop share: 97.0%
- Sequential area share after synthesis: 48.8%
- Fp util: 42.2%
- EDFF count, synth: 1
- Setup violators final: 0
- Die area: 0.00452 mm2
- Worst stage delay on the critical path: 0.52 ns
- Yosys warnings: 1
- Max FO, Critical Path: 4
- Design Area, Final: 0.00187 mm2
- 1st-iter DRT viols: 44
- Tot Pwr: 434 uW
- WP data required: 4.48 ns
- Routability cong.: 0.848
- Late-Pin Clk Latency: 0.28 ns
- Residual DRC: 0
- Total Wirelength: 2.93 mm
- Clock-pin slew of the registers on the worst-case setup and hold paths: 0.06 ns
- Core Rows: 23
- Netlist Area Pre-Place: 0.00170 mm2
- Kind of cell adding the most delay to the critical path: simple AND/OR/NAND/NOR gates
- Register Area: 831 um2
- CTS tree: yes
- Slew Viols, Final: 0
- Worst reg-to-reg setup slack: 3.54 ns
[registers in the layout, indices dropped and copies added, names as in the netlist]
register / cells
counter: 32
wlk: 1
[logic make-up (layout without fill, tap and decap cells)]
kind of cell / after synthesis / in the layout / share of synthesized area, %
and+or+nand+nor: 76 / 76 / 29.3
DFF: 33 / 33 / 48.8
xor gates and xnor gates: 28 / 28 / 14.4
buffers and inverters: 14 / 23 / 4.19
adders and majority gates: 3 / 3 / 2.21
AOI/OAI and AO/OA: 3 / 3 / 1.10
[worst max path at each step]
stage            from      end  slack (ns)  cells past startpoint
4_1_cts    counter[4]  out_clk        2.33                      3
5_1_grt   counter[17]  out_clk        2.24                      4
6_report  counter[17]  out_clk        2.35                      4
[stage by stage]
| step | cells | hold slack (ns) | worst slack [ns] | util (%) |
|---|---|---|---|---|
| floorplan | 157 | 0.443 | 3.27 | - |
| CTS | 216 | 0.491 | 2.33 | 46.5 |
| finish | 216 | 0.487 | 2.35 | 46.5 |
| detailed placement | 208 | 0.478 | 2.64 | 44.0 |
| global placement | 208 | 0.473 | 2.64 | 44.0 |
| global route | 216 | 0.510 | 2.24 | 46.5 |
[cell type report]
| cell class | count | share of cell area [%] |
|---|---|---|
| inverter | 11 | 2.20 |
| tap | 50 | 3.34 |
| sequential | 33 | 44.4 |
| clock inverter | 1 | 0.267 |
| multi-input combinational | 110 | 42.7 |
| clock buffer | 7 | 5.14 |
| timing repair buffer | 4 | 2.00 |
[Yosys cell counts (3+ instances only)]
library cell	n
dfrtp_1	32
xnor2_1	18
nand2_1	14
inv_1	11
nand4_1	10
nor4_1	10
xor2_1	10
nor2_1	8
nand3_1	7
nor3_1	5
ha_1	3
nor3_2	3
or4_1	3
[cell usage in the layout, fill, tap and decap left out, types with 3 or more instances in the layout]
cell type,instances
clkbuf_8,7
ha_1,3
xnor2_1,18
xor2_1,10
nand4_1,10
nand3_1,7
nor3_1,5
inv_1,11
or4_1,3
nand2_1,14
clkdlybuf4s50_1,3
dfrtp_1,32
nor4_1,10
nor2_1,8
nor3_2,3
[metal layers]
layer	part of all wire (%)	up-vias	routed length (um)
met3	3.7	6	109
met1	51	566	1490
met4	1.3	0	39
li1	-	569	-
met5	0	-	0
met2	44	18	1300
[report_power, final]
group / internal (uW) / total, uW / switching, uW / leakage [uW]
clock network: 111 / 189 / 78.4 / 0.0000542
registers: 239 / 239 / 0 / 0.000448
logic: 1.12 / 5.61 / 4.48 / 0.000376
Power and IR drop assume default switching activity.
